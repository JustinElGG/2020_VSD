$ cat flow/constraint.sdc
current_design DRAM_wrapper

set clk_period 5.1
set clk_io_pct 0.2

create_clock -name clk0 -period $clk_period [get_ports {ACLK}]

set non_clock_inputs [all_inputs -no_clocks]
set_input_delay [expr $clk_period * $clk_io_pct] -clock clk0 $non_clock_inputs
set_output_delay [expr $clk_period * $clk_io_pct] -clock clk0 [all_outputs]
$ cat flow/run.sh
#!/bin/bash
# OpenROAD 26Q1-2900-gdf79404cd8, Yosys 0.63+post, stock flow scripts
make -C /OpenROAD-flow-scripts/flow DESIGN_CONFIG=/design/flow/config.mk WORK_HOME=/design/flow/orfs finish
$ cat flow/config.mk
export PLATFORM = sky130hd
export DESIGN_NAME = DRAM_wrapper
export DESIGN_NICKNAME = DRAM_wrapper
export VERILOG_FILES = /design/flow/design.v
export SDC_FILE = /design/flow/constraint.sdc
export NUM_CORES = 4
export LEC_CHECK = 1
export CORE_AREA = 10 10 169 169
export DIE_AREA = 0 0 179 179
$ cat flow/design.v
module DRAM_wrapper (
	input ACLK,
	input ARESETn,
	input [8-1:0] AWID,
	input [32-1:0] AWADDR,
	input [4-1:0] AWLEN,
	input [3-1:0] AWSIZE,
	input [1:0] AWBURST,
	input AWVALID,
	output logic AWREADY,
	input [32-1:0] WDATA,
	input [4-1:0] WSTRB,
	input WLAST,
	input WVALID,
	output logic WREADY,
	output logic [8-1:0] BID,  
	output logic [1:0] BRESP,
	output logic BVALID,
	input BREADY, 
	input [8-1:0] ARID,
	input [32-1:0] ARADDR,
	input [4-1:0] ARLEN,
	input [3-1:0] ARSIZE,
	input [1:0] ARBURST,
	input ARVALID,
	output logic ARREADY,
	output logic[8-1:0] RID,
	output logic[32-1:0] RDATA,
	output logic[1:0] RRESP,
	output logic RLAST,
	output logic RVALID,
	input RREADY,
	input logic [31:0] DRAM_Q,
	input logic DRAM_valid,
	output logic CSn,
	output logic [3:0] WEn,
	output logic RASn,
	output logic CASn,
	output logic [10:0] A,
	output logic [31:0] D
);
logic [8-1:0] AWID_buf, ARID_buf;
logic [32-1:0] AWADDR_buf;
logic [4-1:0] WSTRB_buf;
logic [3:0] CS, NS;
always_ff @(posedge ACLK or negedge ARESETn) begin
	if(!ARESETn) begin
		CS <= 4'd0;
	end
	else begin
		CS <= NS;	
	end	
end
always_comb begin
	case(CS)
		4'd0 : begin 
			if(ARVALID)
				NS = 4'd5;
			else if(AWVALID)
				NS = 4'd1;
			else
				NS = 4'd0;       
		end
		4'd1: begin  
			if(AWVALID && AWREADY)
				NS = 4'd2;
			else
				NS = 4'd1;
		end
		4'd2: begin  
			if(WVALID && WREADY)
				NS = 4'd3;
			else
				NS = 4'd2;
		end
		4'd3: begin
			NS = 4'd4;
		end
		4'd5: begin
			NS = 4'd6;
		end
		4'd6 : begin
		    NS = 4'd7;
		end
		4'd7 : begin
		    if(DRAM_valid)
				NS = 4'd8;
			else
				NS = 4'd7;
		end		
		4'd8:begin
			if(RVALID && RREADY)
				NS = 4'd0;
			else
				NS = 4'd8;
		end
		4'd4: NS = 4'd0;
		default : NS = 4'd0;
	endcase	
end
logic [31:0]ARADDR_buf;
always_ff @(posedge ACLK or negedge ARESETn) begin
	if(!ARESETn) begin
		ARADDR_buf <= 32'd0;
	end
	else begin
		if(NS == 4'd5) begin
			ARADDR_buf <= ARADDR;
		end
		else begin
			ARADDR_buf <= ARADDR_buf;
		end
	end
end
assign CSn = 1'b0;
always_comb begin
	if(CS == 4'd5) begin
		A = ARADDR_buf[22:12];  
		WEn = 4'b1111;
		RASn = 1'b0;
		CASn = 1'b1;
	end
	else if(CS == 4'd6) begin
		A = {1'b0, ARADDR_buf[11:2]};  
		WEn = 4'b1111;
		RASn = 1'b0;
		CASn = 1'b0;
	end	
	else if(CS == 4'd7) begin
		A = 11'd0;
		WEn = 4'b1111;
		RASn = 1'b1;
		CASn = 1'b1;
	end		
	else if(CS == 4'd8) begin
		A = 11'd0;
		WEn = 4'b1111;
		RASn = 1'b1;
		CASn = 1'b1;
	end		
	else if(CS == 4'd1) begin
		A = AWADDR[12:2]; 	  
		WEn = WSTRB;
		RASn = 1'b0;
		CASn = 1'b1;
	end
	else if(CS == 4'd2) begin
		A = AWADDR_buf[23:13];  
		WEn = WSTRB_buf;
		RASn = 1'b0;
		CASn = 1'b0;
	end
	else begin
		A = 11'd0;
		WEn = 4'b1111;
		RASn = 1'b1;
		CASn = 1'b1;
	end
end
always_ff @(posedge ACLK or negedge ARESETn) begin
	if(!ARESETn) begin
		ARID_buf <= 8'd0;
	end
	else begin
		if(CS == 4'd5)
			ARID_buf <= ARID;
		else if(NS == 4'd0)
			ARID_buf <= 8'd0;
	end	
end
always_comb begin
	if(ARVALID) begin
		ARREADY = 1'b1;
	end
	else begin
		ARREADY = 1'b0;
	end	
end
always_comb begin
	if(CS == 4'd8 || DRAM_valid) begin
		RVALID = 1'b1;
		RRESP = 2'b00;
		RDATA = DRAM_Q;
		RLAST = 1'b1;
		RID = ARID_buf;
	end
	else begin
		RVALID = 1'b0;
		RRESP = 2'b00;
		RDATA = 32'd0;
		RLAST = 1'b0;
		RID = 8'd0;
	end
end
always_ff @(posedge ACLK or negedge ARESETn) begin
	if(!ARESETn) begin
		AWADDR_buf <= 32'd0;
		WSTRB_buf <= 4'b1111;
		AWID_buf <= 8'd0;
	end
	else begin
		if(NS == 4'd1) begin
			AWADDR_buf <= AWADDR;
			WSTRB_buf <= WSTRB;
			AWID_buf <= AWID;
		end
		else if(NS == 4'd0) begin
			AWADDR_buf <= 32'd0;
			WSTRB_buf <= 4'b1111;
			AWID_buf <= 8'd0;
		end
	end
end
always_comb begin
	if(CS == 4'd1)
		AWREADY = 1'b1;
	else
		AWREADY = 1'b0;
end
always_comb begin
	if(CS == 4'd2) begin
		D = WDATA;
		WREADY = 1'b1;
	end
	else begin
		D = WDATA;
		WREADY = 1'b0;
	end
end
endmodule
==> run_summary.xml <==
<?xml version="1.0" encoding="UTF-8"?>
<metrics>
  <group name="run">
    <metric name="warning_count" unit="">74</metric>
    <metric name="maxCapViolations" unit="">0</metric>
  </group>
  <group name="clock_network">
    <metric name="clk-insertion-delay-late" unit="ns">0.30</metric>
    <metric name="cts_post_setup_buffers_inserted" unit="">0</metric>
    <metric name="clk_transition_reported_paths" unit="ns">0.07</metric>
    <metric name="cts.hold.buffers_added" unit="">0</metric>
    <metric name="ctsResizeCount" unit="">0</metric>
    <metric name="clock_sinks" unit="">53</metric>
    <metric name="cts_tree" unit="">built</metric>
    <metric name="clock_path_buffers" unit="">2</metric>
    <metric name="cts_made_buffers" unit="">5</metric>
    <metric name="cts-htree-levels" unit="">2</metric>
    <metric name="cts.root.buffer_cell" unit="">sky130_fd_sc_hd__clkbuf_16</metric>
  </group>
  <group name="floorplan">
    <metric name="floorplan.core_util" unit="%">12.8</metric>
    <metric name="chip_width" unit="µm">179</metric>
    <metric name="core" unit="µm²">25000</metric>
    <metric name="chipArea" unit="µm²">32000</metric>
    <metric name="floorplan.rows" unit="">58</metric>
    <metric name="fp.dieH" unit="µm">179</metric>
    <metric name="pin_count" unit="">283</metric>
  </group>
  <group name="synthesis">
    <metric name="topCellsByArea" unit="">sky130_fd_sc_hd__dfrtp_1 (37%), sky130_fd_sc_hd__buf_4 (11%), sky130_fd_sc_hd__mux2_4 (9.4%), sky130_fd_sc_hd__nor2b_1 (8.0%), sky130_fd_sc_hd__dfstp_2 (4.1%)</metric>
    <metric name="ys.warnings.count" unit="">12</metric>
    <metric name="yosysCellCount" unit="">315</metric>
    <metric name="synth_top_area_share" unit="%">37.5</metric>
    <metric name="postSynthCellCount" unit="">315</metric>
    <metric name="sequential_fraction_of_the_synthesis_area" unit="%">41.6</metric>
    <metric name="synth_area_leader_cell" unit="">sky130_fd_sc_hd__dfrtp_1</metric>
    <metric name="postSynthAreaPerCell" unit="µm²">10.2</metric>
    <metric name="synthMostInstantiatedCell" unit="">sky130_fd_sc_hd__buf_4</metric>
    <metric name="common_cells" unit="">sky130_fd_sc_hd__buf_4 (49), sky130_fd_sc_hd__dfrtp_1 (48), sky130_fd_sc_hd__nor2b_1 (41), sky130_fd_sc_hd__nand2_1 (29)</metric>
    <metric name="synth_async_sr_flop_share" unit="%">100</metric>
    <metric name="mappedNetlistArea" unit="µm²">3200</metric>
    <metric name="synth.ff_latch_count" unit="">53</metric>
    <metric name="synthFlopType" unit="">sky130_fd_sc_hd__dfrtp_1</metric>
    <metric name="enable_flop_cells" unit="">0</metric>
    <metric name="synth_cell_types" unit="">37</metric>
    <metric name="chip_area_in_the_yosys_report" unit="µm²">3200</metric>
  </group>
  <group name="place">
    <metric name="hpwlAfterDp" unit="µm">9010</metric>
    <metric name="routabilityCongestion" unit="">0.784</metric>
    <metric name="dp_worst_setup_slack" unit="ns">1.42</metric>
    <metric name="port_buffers" unit="">155</metric>
  </group>
  <group name="routing">
    <metric name="dr.first_iter.drc_count" unit="">76</metric>
    <metric name="vias" unit="">2463</metric>
    <metric name="topRoutingLayerUsed" unit="">met4</metric>
    <metric name="antenna_violating_nets_post_route" unit="">0</metric>
    <metric name="post_drt_via_cell_ratio" unit="">3.23</metric>
    <metric name="met1_length" unit="µm">5000</metric>
    <metric name="first_pass_iters" unit="">3</metric>
    <metric name="route.detailed.drc" unit="">0</metric>
    <metric name="met3_wire_length" unit="µm">745</metric>
    <metric name="totalWireLength" unit="µm">11400</metric>
    <metric name="route.detailed.wl_per_inst" unit="µm">14.9</metric>
    <metric name="dr_wl_met2" unit="µm">5540</metric>
  </group>
  <group name="timing">
    <metric name="slew_headroom" unit="%">52.0</metric>
    <metric name="post-route-period-util" unit="%">72.2</metric>
    <metric name="timing_max_transition_violations_final" unit="">0</metric>
    <metric name="grt_setup_unrepaired" unit="">no</metric>
    <metric name="final_period_minus_worst_setup_slack" unit="ns">3.68</metric>
    <metric name="clock-skew-final" unit="ns">0.00562</metric>
    <metric name="worstMarginPinSlew" unit="ns">0.720</metric>
    <metric name="worst_hold_slack" unit="ns">0.437</metric>
    <metric name="fin_tns_setup" unit="ns">0</metric>
    <metric name="setup_violations" unit="">0</metric>
    <metric name="timing.final.ws_setup" unit="ns">1.42</metric>
    <metric name="timing.final.hold_violations" unit="">0</metric>
    <metric name="fmaxAchievable" unit="GHz">0.272</metric>
  </group>
  <group name="global_route">
    <metric name="grt_antenna_before_repair" unit="">1</metric>
    <metric name="grt_start_max_net_pins" unit="">54</metric>
    <metric name="first_global_vias" unit="">2551</metric>
    <metric name="grtUsageTotal" unit="%">6.83</metric>
    <metric name="grt_overflow" unit="">0</metric>
    <metric name="grt_pass1_wl" unit="µm">16500</metric>
  </group>
  <group name="critical_path">
    <metric name="critical_path.max_stage_delay" unit="ns">0.44</metric>
    <metric name="timing.critical_path.arrival" unit="ns">2.66</metric>
    <metric name="required" unit="ns">4.08</metric>
    <metric name="endpoint_kind_of_the_worst_setup_timing_path" unit="">output pin</metric>
    <metric name="critPathSlowestCell" unit="">sky130_fd_sc_hd__clkdlybuf4s50_1</metric>
    <metric name="crit_path_cells" unit="">clkdlybuf4s50_1 &gt; a22oi_1 &gt; a2bb2oi_1 &gt; o21ai_0 &gt; clkdlybuf4s50_1</metric>
    <metric name="cp_max_fo" unit="">1</metric>
    <metric name="kind_of_launch_point_of_the_worst_setup_path" unit="">primary input</metric>
    <metric name="worstSetupPathType" unit="">primary input to output pin</metric>
    <metric name="crit_path_frequent_cell" unit="">sky130_fd_sc_hd__clkdlybuf4s50_1</metric>
  </group>
  <group name="finish">
    <metric name="final_util" unit="%">19.9</metric>
    <metric name="post_route_cells_drive_above_1_share" unit="%">11.1</metric>
    <metric name="syn_to_final_growth" unit="%">55.5</metric>
  </group>
  <group name="power_and_ir_drop">
    <metric name="ir_drop" unit="V">0.000138</metric>
    <metric name="standby_leakage_power" unit="nW">2.02</metric>
    <metric name="power.density_cell_area" unit="nW/µm²">321</metric>
  </group>
  <group name="min_path">
    <metric name="hold_path.class" unit="">flip-flop to flip-flop</metric>
  </group>
  <group name="status">
    <metric name="run_status" unit="">finished clean</metric>
  </group>
</metrics>
layout make-up:
type	count	area, µm²
timing repair buffer	161	1590
inverter	8	30.0
clock buffer	7	143
tap	330	413
sequential	53	1330
antenna	1	2.50
fill	2720	20100
clock inverter	1	30.0
multi-input combinational	202	1440
sequential cells by signal, summed over array words and instances, names as in the netlist:
signal / count
ARADDR_buf: 21
ARID_buf: 8
WSTRB_buf: 4
CS: 9
AWADDR_buf: 11
routing by layer:
layer	vias up	GRT usage, %
met1	1145	9.15
met2	66	11.2
li1	1244	-
met5	-	0
met4	0	0.689
met3	8	1.88
critical path, delay by kind of cell:
family | cells | cell delay, ns
AOI/OAI and AO/OA | 3 | 0.78
buffers and inverters | 2 | 0.86
cells by family (layout without fill, tap and decap cells):
kind of cell    count (synthesis)  in the layout  synth area share, %
flops                          53             53                 41.6
mux                            21             21                 9.72
other cells                     1             15                0.117
buf+inv                        73            177                 15.0
compound gates                 67             67                 15.2
simple gates                  100            100                 18.3
power by group:
group          total [mW]  internal (mW)  switching, mW  leakage [nW]
logic               0.572          0.357          0.215          1.25
clock network       0.408          0.246          0.162        0.0841
registers           0.621          0.540         0.0809         0.679
total                1.60           1.14          0.458          2.02
through the flow:
step	power [mW]	cell area, µm²	instances
CTS	1.63	4980	762
global placement	1.20	4810	754
floorplan	0.964	3250	328
detailed placement	1.20	4810	754
global route	1.70	4980	762
finish	1.60	4980	763
cells in the final DEF (no fill, tap or decap), types with 13 or more instances in the layout:
cell | Yosys | final
sky130_fd_sc_hd__a22o_1 | 13 | 13
sky130_fd_sc_hd__mux2_4 | 20 | 20
sky130_fd_sc_hd__o21ai_0 | 20 | 20
sky130_fd_sc_hd__nand2_1 | 29 | 29
sky130_fd_sc_hd__conb_1 | 1 | 14
sky130_fd_sc_hd__nor2b_1 | 41 | 41
sky130_fd_sc_hd__clkdlybuf4s50_1 | 0 | 154
sky130_fd_sc_hd__dfrtp_1 | 48 | 48
sky130_fd_sc_hd__nand2b_1 | 13 | 13
sky130_fd_sc_hd__a2bb2oi_1 | 14 | 14
path summary, 6_finish.rpt:
| kind | start | end | slack (ns) | cells past startpoint |
|---|---|---|---|---|
| worst max register to register | CS[5] | ARADDR_buf[2] | 2.86 | 5 |
| worst max-delay path | AWADDR[8] | A[6] | 1.42 | 5 |
| worst min-delay path | CS[7] | CS[2] | 0.44 | 0 |
| worst min register to register | CS[7] | CS[2] | 0.44 | 0 |
| min in group asynchronous | ARESETn | ARADDR_buf[21] | 0.84 | 2 |
| max in group asynchronous | ARESETn | ARID_buf[7] | 3.77 | 2 |
Power figures rest on the tool's default switching activity, not on a simulated workload.
