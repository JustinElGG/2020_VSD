===== ./config.mk =====
export PLATFORM = sky130hd
export DESIGN_NAME = CSR
export DESIGN_NICKNAME = CSR
export VERILOG_FILES = /design/flow/design.v
export SDC_FILE = /design/flow/constraint.sdc
export NUM_CORES = 4
export LEC_CHECK = 1
export CORE_UTILIZATION = 30

===== ./constraint.sdc =====
current_design CSR

set clk_period 10.7
set clk_io_pct 0.2

create_clock -name clk0 -period $clk_period [get_ports {clk}]

set non_clock_inputs [all_inputs -no_clocks]
set_input_delay [expr $clk_period * $clk_io_pct] -clock clk0 $non_clock_inputs
set_output_delay [expr $clk_period * $clk_io_pct] -clock clk0 [all_outputs]

===== ./design.v =====
module CSR(	output logic [31:0] csr_out,
			output logic [31:0] csr_pc,
			input reg_write,
			input [11:0] read_addr,
			input [11:0] write_addr,
			input [31:0] csr_in,
			input [31:0] pc,
			input clk,
			input rst,
			input interrupt_taken,
			input interrupt_return,
			input interrupt);
logic [31:0]mstatus ;
logic [31:0]mie ;
logic [31:0]mtvec;
logic [31:0]mepc;
logic [31:0]mip;
logic [31:0]mcycle;
logic [31:0]minstret;
logic [31:0]mcycleh;
logic [31:0]minstreth;
logic [31:0]pc_buf;
always_ff@(posedge clk, posedge rst) begin
	if(rst) begin
		mstatus   <= 32'd0;
		mie       <= 32'd0;
		mtvec     <= 32'h0001_0000;
		mepc      <= 32'd0;
		mip       <= 32'd0;
		mcycle    <= 32'd0;
		minstret  <= 32'd0;
		mcycleh   <= 32'd0;
		minstreth <= 32'd0;
		pc_buf	  <= 32'hf;
	end
	else begin
		pc_buf <= pc;
		if(interrupt_taken) begin               
			mstatus   <= {19'd0, 2'b11, 3'd0, mstatus[3], 3'd0, 1'd0, 3'd0};
			mie       <= {20'd0, 1'b1, 11'd0};
			mtvec     <= mtvec;
			mepc      <= pc;
			mcycle    <= mcycle;
			minstret  <= minstret;
			mcycleh   <= mcycleh;
			minstreth <= minstreth;
		end
		else if(interrupt_return) begin
			mstatus   <= {19'd0, 2'b11, 3'd0, 1'b1, 3'd0, mstatus[7], 3'd0};
			mie       <= {20'd0, 1'b0, 11'd0};
			mtvec     <= mtvec;
			mepc      <= mepc;
			mcycle    <= mcycle;
			minstret  <= minstret;
			mcycleh   <= mcycleh;
			minstreth <= minstreth;
		end
		else if(reg_write) begin
			case(write_addr)
				12'h300:mstatus   <= {19'd0,csr_in[12:11],3'd0,csr_in[7],3'd0,csr_in[3],3'd0};
				12'h304:mie       <= {20'd0,csr_in[11],11'd0};
				12'h305:mtvec     <= mtvec;
				12'h341:mepc      <= {csr_in[31:2],2'b00};
				12'hB00:mcycle    <= csr_in;
				12'hB02:minstret  <= csr_in;
				12'hB80:mcycleh   <= csr_in;
				12'hB82:minstreth <= csr_in;
				default:mtvec     <= mtvec;
			endcase
		end
		mip <= {20'd0,interrupt,11'd0};
		if(mcycle == 32'hffffffff) begin
			mcycle  <= 32'b0;
			mcycleh <= mcycleh+32'b1;
		end
		else begin
			mcycle  <= mcycle+32'b1;
			mcycleh <= mcycleh;
		end
		if(pc_buf != pc) begin
			if(minstret == 32'hffffffff) begin
				minstret  <= 32'b0;
				minstreth <= minstreth+32'b1;
			end
			else begin
				minstret  <= minstret+32'b1;
				minstreth <= minstreth;
			end
		end
		else begin
			minstret  <= minstret;
			minstreth <= minstreth;
		end
	end
end
always_comb begin
	if(interrupt_taken && mie[11]==1'b1)  
		csr_pc = mtvec;
	else if(interrupt_return)
		csr_pc = mepc+32'd4;
	else
		csr_pc = 32'b0;
	case(read_addr)
		12'h300:csr_out = mstatus;
		12'h304:csr_out = mie;
		12'h305:csr_out = mtvec;
		12'h341:csr_out = mepc;
		12'h344:csr_out = mip;
		12'hB00:csr_out = mcycle;
		12'hB02:csr_out = minstret;
		12'hB80:csr_out = mcycleh;
		12'hB82:csr_out = minstreth;
		default:csr_out = 32'd0;
	endcase
end
endmodule

===== ./run.sh =====
#!/bin/bash
# OpenROAD 26Q1-2900-gdf79404cd8, Yosys 0.63+post, stock flow scripts
make -C /OpenROAD-flow-scripts/flow DESIGN_CONFIG=/design/flow/config.mk WORK_HOME=/design/flow/orfs finish

==> impl_metrics.xml <==
<?xml version="1.0" encoding="UTF-8"?>
<metrics>
  <group name="status">
    <metric name="outcome" unit="">finished, final reports clean</metric>
  </group>
  <group name="logic_synthesis">
    <metric name="synth_top_flop_cell" unit="">dfrtp_1</metric>
    <metric name="yosys.area.top_type" unit="">dfrtp_1</metric>
    <metric name="yosys_stat_cell_total" unit="">1123</metric>
    <metric name="synth-edff-count" unit="">0</metric>
    <metric name="synth.distinct_cells" unit="">58</metric>
    <metric name="yosys.area.top_type_share" unit="%">44.5</metric>
    <metric name="asr_flop_ratio_synth" unit="%">100</metric>
    <metric name="numSynthFlops" unit="">198</metric>
    <metric name="post_syn_instances" unit="">1123</metric>
    <metric name="ys_warns" unit="">1</metric>
    <metric name="yosys-top-cells-area" unit="">dfrtp_1, xor2_1, nand2_1</metric>
    <metric name="synthesis.area_per_instance" unit="um^2">9.72</metric>
    <metric name="yosysChipArea" unit="mm^2">0.0109</metric>
    <metric name="seq_share_synth" unit="%">45.4</metric>
    <metric name="mappedNetlistArea" unit="mm^2">0.0109</metric>
  </group>
  <group name="timing">
    <metric name="timing.fmax" unit="MHz">147</metric>
    <metric name="slew_viol_final" unit="">0</metric>
    <metric name="finalCriticalPeriod" unit="ns">6.82</metric>
    <metric name="finalHoldViolations" unit="">0</metric>
    <metric name="rsz_0062_raised_after_global_routing" unit="">no</metric>
    <metric name="slew-limit-headroom" unit="%">53.0</metric>
    <metric name="fin_skew" unit="ns">0.0117</metric>
    <metric name="finalSetupTns" unit="ns">0</metric>
    <metric name="fin_ws" unit="ns">3.88</metric>
    <metric name="max_slew.worst_pin.slew" unit="ns">0.699</metric>
    <metric name="post-route-period-util" unit="%">63.8</metric>
    <metric name="setup_viol" unit="">0</metric>
  </group>
  <group name="run">
    <metric name="timing.max_cap.violations" unit="">0</metric>
    <metric name="warning_count" unit="">29</metric>
  </group>
  <group name="setup_path">
    <metric name="cp.arrival" unit="ns">4.68</metric>
    <metric name="destination_of_the_worst_register_to_register_timing_path" unit="">minstret[23]</metric>
    <metric name="worstRegToRegCells" unit="">7</metric>
    <metric name="critical_path_required" unit="ns">8.56</metric>
    <metric name="crit_fanout" unit="">28</metric>
    <metric name="setup.worst_path.start_class" unit="">primary input</metric>
    <metric name="worst_r2r_startpoint" unit="">pc_buf[24]</metric>
    <metric name="critical_path_capture_point_type" unit="">primary output</metric>
    <metric name="reg2reg_slack" unit="ns">7.08</metric>
    <metric name="critical_path_class" unit="">primary input to primary output</metric>
  </group>
  <group name="detailed_routing">
    <metric name="wl_per_cell" unit="um">18.8</metric>
    <metric name="vias_per_cell" unit="">5.19</metric>
    <metric name="wirelength" unit="mm">32.6</metric>
    <metric name="final_antenna_net_count" unit="">0</metric>
    <metric name="drt_pass1_iterations" unit="">9</metric>
    <metric name="vias" unit="">8982</metric>
    <metric name="drc_marker_count_from_the_first_detailed_route_iteration" unit="">671</metric>
    <metric name="top_signal_layer_used" unit="">met4</metric>
    <metric name="wl_met3" unit="mm">2.18</metric>
    <metric name="drc_errors" unit="">0</metric>
    <metric name="routed_wl_met2" unit="mm">15.5</metric>
    <metric name="antenna_cells" unit="">0</metric>
    <metric name="routedLengthMet1" unit="mm">14.1</metric>
  </group>
  <group name="floorplan">
    <metric name="die_h" unit="um">193</metric>
    <metric name="io_pins" unit="">158</metric>
    <metric name="die.size.x" unit="um">193</metric>
    <metric name="die_area" unit="mm^2">0.0371</metric>
    <metric name="fp.coreArea" unit="mm^2">0.0357</metric>
    <metric name="floorplanUtilization" unit="%">30.6</metric>
    <metric name="floorplan.rows" unit="">69</metric>
  </group>
  <group name="hold_path">
    <metric name="hold_class" unit="">flop to flop</metric>
    <metric name="hold_path_depth" unit="">1</metric>
    <metric name="hold-path-endpoint" unit="">minstreth[31]</metric>
    <metric name="hp-start" unit="">minstreth[31]</metric>
  </group>
  <group name="final_layout">
    <metric name="leading_cell_types_in_the_layout_fill_and_taps_excluded" unit="">dfrtp_1, nand2_1, clkdlybuf4s50_1</metric>
    <metric name="area.sequential" unit="mm^2">0.00496</metric>
    <metric name="lay_top_count" unit="">dfrtp_1</metric>
    <metric name="area_growth" unit="%">23.7</metric>
    <metric name="area.combinational" unit="mm^2">0.00562</metric>
    <metric name="drive_gt1_share" unit="%">8.43</metric>
    <metric name="fillCellCount" unit="">3471</metric>
    <metric name="final_cell_count_no_fill" unit="">1730</metric>
    <metric name="post-route-cell-area" unit="mm^2">0.0135</metric>
  </group>
  <group name="clock_network">
    <metric name="root_buffer_cell" unit="">clkbuf_16</metric>
    <metric name="insertion_delay" unit="ns">0.44</metric>
    <metric name="cts_inserted_buffers" unit="">17</metric>
    <metric name="clock_tree_from_tritoncts" unit="">built</metric>
    <metric name="clkSinkCount" unit="">198</metric>
    <metric name="cts.repair_timing.setup_buffer_count" unit="">0</metric>
    <metric name="clk_pin_slew" unit="ns">0.07</metric>
    <metric name="postCtsResizedCells" unit="">0</metric>
    <metric name="hold_buffers" unit="">0</metric>
    <metric name="clock_tree.buffer_depth" unit="">2</metric>
    <metric name="cts_max_level" unit="">4</metric>
  </group>
  <group name="placed_design">
    <metric name="place_area" unit="mm^2">0.0129</metric>
    <metric name="post-place-cells" unit="">1698</metric>
    <metric name="hpwl" unit="mm">24.6</metric>
    <metric name="port_buffer_cells" unit="">155</metric>
    <metric name="gp_congestion" unit="">0.882</metric>
    <metric name="pre_cts_slack" unit="ns">3.89</metric>
  </group>
  <group name="grt">
    <metric name="global_route.overflow_total" unit="">0</metric>
    <metric name="grt_usage" unit="%">18.9</metric>
    <metric name="initial_antenna_violation_count" unit="">0</metric>
    <metric name="grt_pass1_vias" unit="">9021</metric>
    <metric name="grt_pass1_wl" unit="mm">52.0</metric>
    <metric name="grt_start_max_net_pins" unit="">116</metric>
  </group>
  <group name="pwr">
    <metric name="design_power_total" unit="mW">1.58</metric>
    <metric name="pwr_density_cell" unit="mW/mm^2">117</metric>
    <metric name="vdd.ir_drop.worst" unit="mV">0.0996</metric>
    <metric name="power.leakage" unit="nW">5.40</metric>
  </group>
</metrics>
state kept, by name, indices dropped and copies added (netlist names):
name and flops:
mcycle 32, mcycleh 32, mepc 32, mie 1, minstreth 32, mstatus 4, mip 1, pc_buf 32
minstret 32
synthesized netlist by cell type, types with 7 or more instances:
cell type / number
a21oi_1: 12
a222oi_1: 27
and3_1: 24
and4_1: 19
buf_2: 12
clkbuf_1: 34
dfrtp_1: 194
inv_1: 22
mux2_2: 32
mux2i_1: 41
nand2_1: 155
nand3_1: 59
nand4_1: 41
nor2_1: 80
nor3_1: 23
nor3_2: 8
nor4_1: 21
o21ai_0: 61
o31ai_1: 13
or3_1: 7
xnor2_1: 65
xor2_1: 93
through the flow:
| stage | hold WS [ns] | utilization, % |
|---|---|---|
| after floorplan | 0.436 | - |
| after global placement | 0.451 | 36.2 |
| after CTS | 0.468 | 37.9 |
| after detailed placement | 0.457 | 36.2 |
| after global routing | 0.491 | 37.9 |
| final | 0.465 | 37.9 |
cell families after synthesis:
group / Yosys count / share of synthesized area, %
mux: 73 / 7.06
flops: 198 / 45.4
buf+inv: 77 / 3.13
simple gates: 474 / 22.4
xor+xnor: 158 / 12.7
compound gates: 138 / 8.67
fa+ha+maj: 5 / 0.573
worst max path at each step:
stage / depth (start not counted) / start / slack, ns / end
4_1_cts: 9 / read_addr[10] / 3.89 / csr_out[9]
5_1_grt: 8 / read_addr[6] / 3.73 / csr_out[16]
6_report: 8 / read_addr[5] / 3.88 / csr_out[16]
per-layer routing:
metal  global-route usage (%)  vias to the layer above
met2                     30.1                      348
met1                     27.0                     4314
met5                        0                        -
met3                     3.88                       31
met4                     3.76                        0
li1                         -                     4289
where the power goes:
part / total (mW) / internal [mW] / switching (mW)
logic: 0.130 / 0.0685 / 0.0617
registers: 0.793 / 0.766 / 0.0268
clock network: 0.660 / 0.341 / 0.319
total: 1.58 / 1.18 / 0.408
layout make-up:
cell class              instances  area share, %
clock inverters                14           1.16
repair buffers                169           12.3
flip-flops and latches        198           36.7
inverters                      22          0.667
clock buffers                  18           3.25
multi-input cells             848           41.6
well taps                     461           4.27
critical path, stage by stage:
cell and delay [ns]:
clkdlybuf4s50_1 0.44, nor4_1 0.49, and3b_1 0.34, and2_1 0.15, buf_4 0.29, nand2_1 0.17, nand4_1 0.16, clkdlybuf4s50_1 0.47
Power figures rest on the tool's default switching activity, not on a simulated workload.
