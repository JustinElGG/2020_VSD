==> flow/config.mk <==
export PLATFORM = sky130hd
export DESIGN_NAME = sensor_ctrl
export DESIGN_NICKNAME = sensor_ctrl
export VERILOG_FILES = /design/flow/design.v
export SDC_FILE = /design/flow/constraint.sdc
export NUM_CORES = 4
export LEC_CHECK = 1
export CORE_UTILIZATION = 50
==> flow/constraint.sdc <==
current_design sensor_ctrl

set clk_period 8.0
set clk_io_pct 0.2

create_clock -name clk0 -period $clk_period [get_ports {clk}]

set non_clock_inputs [all_inputs -no_clocks]
set_input_delay [expr $clk_period * $clk_io_pct] -clock clk0 $non_clock_inputs
set_output_delay [expr $clk_period * $clk_io_pct] -clock clk0 [all_outputs]
==> flow/design.v <==
module sensor_ctrl(
  input clk,
  input rst,
  input sctrl_en,
  input sctrl_clear,
  input [5:0] sctrl_addr,
  input sensor_ready,
  input [31:0] sensor_out,
  output logic sctrl_interrupt,
  output logic [31:0] sctrl_out,
  output logic sensor_en
);
  logic [31:0] mem[0:63];
  logic [5:0] counter;
  logic full;
  always_ff@(posedge clk or posedge rst)
  begin
    if (rst)
      counter <= 6'd0;
    else if (sctrl_clear)
      counter <= 6'd0;
    else if (sctrl_en && (~full) && sensor_ready)
      counter <= counter + 6'd1;
  end
  always_comb
  begin
    sctrl_out = mem[sctrl_addr];
    sensor_en = (sctrl_en && (~full) && (~sctrl_clear));
    sctrl_interrupt = full;
  end
  always_ff@(posedge clk or posedge rst)
  begin
    if (rst)
      for (int i=0; i<64; i++)
        mem[i] <= 32'd0;
    else if (sctrl_en && (~full) && sensor_ready)
      mem[counter] <= sensor_out;
  end
  always_ff@(posedge clk or posedge rst)
  begin
    if (rst)
      full <= 1'b0;
    else if (sctrl_clear)
      full <= 1'b0;
    else if (sctrl_en && (counter == 6'd63) && sensor_ready)
      full <= 1'b1;
  end
endmodule
==> flow/run.sh <==
#!/bin/bash
# OpenROAD 26Q1-2900-gdf79404cd8, Yosys 0.63+post, stock flow scripts
make -C /OpenROAD-flow-scripts/flow DESIGN_CONFIG=/design/flow/config.mk WORK_HOME=/design/flow/orfs finish
==> Implementation_results.wiki <==
=== Physical design figures ===
{| class="wikitable"
! Metric !! Value
|-
| Clock Pin Slew Worst Setup and Hold Paths || 0.06 ns
|-
| CP arrival || ~6.3 ns
|-
| Tally of buffers added on design ports || around 76
|-
| Synthesized flop and latch total || a little over 2000
|-
| Capturing element type of the critical path || primary output
|-
| Maximum number of pins on one net before global-route repair || between 100 and 150
|-
| Final period utilization || between 90% and 100%
|-
| Instance count of the mapped netlist || around 6600
|-
| Largest cells by area after synthesis || sky130_fd_sc_hd__dfrtp_1, sky130_fd_sc_hd__mux2_2, sky130_fd_sc_hd__a22oi_1, sky130_fd_sc_hd__clkbuf_1, sky130_fd_sc_hd__and3_1
|-
| Post-Syn Area || 89900 sq um
|-
| Synthesis area per yosys || 89900 sq um
|-
| Slew at the pin closest to its max-slew limit || ~1.1 ns
|-
| Number of violations of the max-capacitance limit || 0
|-
| Ratio of routed vias to standard cells || 6.89
|-
| Later-pin clock latency in the skew report || approximately 0.9 ns
|-
| Combined area of the multi-input logic cells || about 37000 sq um
|-
| Post-synth EDFFs || 0
|-
| Post-cts sizing count || 0
|-
| Final routed DRC violation total || 0
|-
| Min-delay worst type || reg2reg
|-
| Register area || roughly 50000 sq um
|-
| Dominant cell type by area after synthesis || sky130_fd_sc_hd__dfrtp_1
|-
| Run status || completed
|-
| Number of cells in the yosys synthesis report || approximately 6600
|-
| Total Routing Usage GR || a little over two fifths
|-
| TNS Setup || 0 ns
|-
| Worst slew margin relative to its limit || between 20 and 30%
|-
| I/O pin count || ~77
|-
| WS Path Type || in2out
|-
| Worst Hold Margin || approximately 0.48 ns
|-
| Leading post-synthesis cells by instance count || sky130_fd_sc_hd__dfrtp_1, sky130_fd_sc_hd__mux2_2, sky130_fd_sc_hd__a22oi_1
|-
| Element type at the critical path start || input port
|-
| Static leakage || about 50 nW
|-
| Number of antenna violations at the first check in global routing || 23
|-
| Filler cell count in the final layout || between 10000 and 15000
|-
| CTS HTree Levels || 4
|-
| Horizontal die dimension || approximately 430 microns
|-
| Core Util at FP || 50.4%
|-
| Drt first pass iters || 8
|-
| Average cell area after synthesis || approximately 14 sq um
|-
| Setup repair bufs after CTS || 0
|-
| Tool Warnings || 62
|-
| Via count of the first global-routing pass || 63500
|-
| Fin cells || 9150
|-
| Leading cell type by number of instances after synthesis || sky130_fd_sc_hd__dfrtp_1
|-
| Detail Placement HPWL || between 200000 and 250000 microns
|-
| Max Slew Vio Count || 0
|-
| Clock skew || between 0.02 and 0.03 ns
|-
| Max-area cell share || a little under three fifths
|-
| Clock tree root buffer cell || sky130_fd_sc_hd__clkbuf_16
|-
| Post-detailed-route wirelength per cell || roughly 40 microns
|-
| Number of routed nets with antenna violations || 0
|-
| Total number of clock tree sinks || slightly above 2000
|-
| Overall via count from detail_route || around 63000
|-
| Highest clock rate || roughly 0.13 GHz
|-
| Setup-violating endpoint count in the final report || 0
|-
| Main flop type || sky130_fd_sc_hd__dfrtp_1
|-
| Clock tree from TritonCTS || yes
|-
| Vert. Die Dim || ~430 microns
|-
| Highest net fanout along the worst path || 21
|-
| Number of warnings printed during yosys synthesis || 2
|-
| Final routed wirelength across all metal layers || between 300000 and 400000 microns
|-
| Share of final-layout standard cells stronger than drive strength 1 || ~43%
|-
| Unrepaired setup endpoints after global routing || no
|-
| Violation count after the first detailed-route iteration || 5197
|-
| P&R area growth vs syn || 13.6%
|-
| Placed cell count || slightly below 9000
|-
| Pwr per Cell Area || 216 nW/um^2
|-
| Std-Cell Core Area || about 180000 sq um
|-
| Final critical-path required period || 7.88 ns
|-
| Standard-cell rows || ~160
|-
| Hold buffer count at cts || 0
|-
| Netlist cell types || about 66
|-
| Max Root-Sink Buffers || 3
|-
| Part of the Yosys area used for sequential elements || a little under three fifths
|-
| Peak supply drop || slightly below 0.0002 V
|-
| GR Overflow Total || 0
|-
| Chip area || around 180000 sq um
|-
| Critical path required time || around 6.4 ns
|-
| TritonCTS buffer count || between 200 and 250
|-
| GP Congestion || 0.974
|-
| First-pass GRT wire length || 513000 microns
|-
| Share of synthesized registers carrying an async set or reset || 100%
|-
| Fin. Hold Viols || 0
|}
layout by cell type (no fill, tap or decap), types with 8 or more instances in the layout:
master and count:
sky130_fd_sc_hd__a2111oi_0 53, sky130_fd_sc_hd__a21oi_1 38, sky130_fd_sc_hd__a221oi_1 49, sky130_fd_sc_hd__a222oi_1 8
sky130_fd_sc_hd__a22o_1 96, sky130_fd_sc_hd__a22oi_1 684, sky130_fd_sc_hd__a31oi_1 9, sky130_fd_sc_hd__and2_1 8
sky130_fd_sc_hd__and2_2 18, sky130_fd_sc_hd__and3_1 161, sky130_fd_sc_hd__and4_1 10, sky130_fd_sc_hd__buf_12 31
sky130_fd_sc_hd__buf_2 35, sky130_fd_sc_hd__buf_4 344, sky130_fd_sc_hd__clkbuf_1 53, sky130_fd_sc_hd__clkbuf_16 220
sky130_fd_sc_hd__clkbuf_8 75, sky130_fd_sc_hd__clkdlybuf4s50_1 41, sky130_fd_sc_hd__clkinv_2 32, sky130_fd_sc_hd__dfrtp_1 2055
sky130_fd_sc_hd__diode_2 24, sky130_fd_sc_hd__mux2_1 45, sky130_fd_sc_hd__mux2_2 2008, sky130_fd_sc_hd__mux2i_1 11
sky130_fd_sc_hd__nand2_1 64, sky130_fd_sc_hd__nand3_1 120, sky130_fd_sc_hd__nand3_4 19, sky130_fd_sc_hd__nand4_1 131
sky130_fd_sc_hd__nor2_1 37, sky130_fd_sc_hd__nor2_4 69, sky130_fd_sc_hd__nor3_1 13, sky130_fd_sc_hd__nor4_1 38
sky130_fd_sc_hd__o2111ai_1 8, sky130_fd_sc_hd__o211ai_1 9, sky130_fd_sc_hd__o22a_1 8, sky130_fd_sc_hd__o22ai_1 13
sky130_fd_sc_hd__o32a_1 15, sky130_fd_sc_hd__or4_1 14
where the power goes:
| group | internal [mW] | switching, mW |
|---|---|---|
| Combinational | 0.284 | 0.717 |
| Clock | 5.94 | 4.33 |
| Sequential | 10.6 | 0.113 |
metal layers:
layer,vias to the layer above,GRT usage (%),share of wire [%]
li1,24800,-,-
met3,1287,24.3,14
met5,-,0.899,0.11
met1,33200,56.3,35
met4,32,25.2,7.6
met2,3635,59.5,43
registers in the layout (all words and copies together), names as in the netlist:
signal and cells:
mem 2048, full 1, counter 6
critical path: stages:
cell and delay (ns):
sky130_fd_sc_hd__clkdlybuf4s50_1 0.61, sky130_fd_sc_hd__buf_4 0.30, sky130_fd_sc_hd__nand2b_2 0.66, sky130_fd_sc_hd__nor2_4 0.07
sky130_fd_sc_hd__buf_4 0.38, sky130_fd_sc_hd__a2111oi_0 0.91, sky130_fd_sc_hd__nand3_1 0.23, sky130_fd_sc_hd__nor4_1 0.73
sky130_fd_sc_hd__buf_4 0.23, sky130_fd_sc_hd__a21oi_1 0.10, sky130_fd_sc_hd__clkdlybuf4s50_1 0.45
metrics by stage:
step           worst slack, ns  cell area (sq um)  power [mW]  util [%]
2_1_floorplan           -22.14              89900        11.5         -
3_3_place_gp             0.363              94700        11.9      53.1
3_5_place_dp             0.408              94700        11.9      53.1
4_1_cts                  0.367             102000        22.1      57.2
5_1_grt                  0.239             102000        22.5      57.2
6_report                 0.119             102000        22.0      57.2
area by class of cell:
class	count	area share (%)
diodes	24	0.0588
repair buffers	451	3.71
flip-flops and latches	2055	50.4
clock inverters	54	0.549
clock buffers	348	6.60
well taps	2355	2.89
inverters	4	0.0184
multi-input cells	3859	35.8
final timing paths:
path / from / end / slack, ns / cells after the start
worst max-delay path: sctrl_addr[4] / sctrl_out[11] / 0.12 / 11
worst min register to register: mem[31][10] / mem[31][10] / 0.48 / 1
worst min-delay path: mem[31][10] / mem[31][10] / 0.48 / 1
max in group asynchronous: rst / mem[31][28] / 4.53 / 5
min in group asynchronous: rst / mem[48][12] / 1.21 / 2
worst max register to register: counter[0] / mem[7][6] / 4.31 / 6
logic make-up after synthesis:
family	Yosys count	share of synthesized area, %
adders and majority gates	4	0.0557
xor gates and xnor gates	3	0.0292
AOI/OAI and AO/OA	1023	8.88
buffers and inverters	690	3.20
muxes	2064	25.8
and+or+nand+nor	765	4.77
DFF	2055	57.2
Power is estimated from default activity; no workload was simulated.
