`flow/run.sh`:
```
#!/bin/bash
# OpenROAD 26Q1-2900-gdf79404cd8, Yosys 0.63+post, stock flow scripts
make -C /OpenROAD-flow-scripts/flow DESIGN_CONFIG=/design/flow/config.mk WORK_HOME=/design/flow/orfs finish
```
`flow/config.mk`:
```
export PLATFORM = sky130hd
export DESIGN_NAME = Registers
export DESIGN_NICKNAME = Registers
export VERILOG_FILES = /design/flow/design.v
export SDC_FILE = /design/flow/constraint.sdc
export NUM_CORES = 4
export LEC_CHECK = 1
export CORE_UTILIZATION = 40
```
`flow/constraint.sdc`:
```
current_design Registers

set clk_period 11.6
set clk_io_pct 0.2

create_clock -name clk0 -period $clk_period [get_ports {clk}]

set non_clock_inputs [all_inputs -no_clocks]
set_input_delay [expr $clk_period * $clk_io_pct] -clock clk0 $non_clock_inputs
set_output_delay [expr $clk_period * $clk_io_pct] -clock clk0 [all_outputs]
```
`flow/design.v`:
```
module Registers(
input logic clk,rst,
input logic RegWrite_ctr,
input logic [4:0]Read_Reg1,Read_Reg2,Write_Reg,
input logic [31:0]Write_Data,
input WAIT_MEM,
output logic[31:0]Read_Data1,Read_Data2);
logic [31:0] Register [0:31];
always@(posedge clk or posedge rst)
  begin
    if(rst)begin
		Register[0]<=0;
		Register[1]<=0;
		Register[2]<=0;
		Register[3]<=0;
		Register[4]<=0;
		Register[5]<=0;
		Register[6]<=0;
		Register[7]<=0;
		Register[8]<=0;
		Register[9]<=0;
		Register[10]<=0;
		Register[11]<=0;
		Register[12]<=0;
		Register[13]<=0;
		Register[14]<=0;
		Register[15]<=0;
		Register[16]<=0;
		Register[17]<=0;
		Register[18]<=0;
		Register[19]<=0;
		Register[20]<=0;
		Register[21]<=0;
		Register[22]<=0;
		Register[23]<=0;
		Register[24]<=0;
		Register[25]<=0;
		Register[26]<=0;
		Register[27]<=0;
		Register[28]<=0;
		Register[29]<=0;
		Register[30]<=0;
		Register[31]<=0;
    end    
    else if (WAIT_MEM) begin
		Register[0]<=Register[0];
		Register[1]<=Register[1];
		Register[2]<=Register[2];
		Register[3]<=Register[3];
		Register[4]<=Register[4];
		Register[5]<=Register[5];
		Register[6]<=Register[6];
		Register[7]<=Register[7];
		Register[8]<=Register[8];
		Register[9]<=Register[9];
		Register[10]<=Register[10];
		Register[11]<=Register[11];
		Register[12]<=Register[12];
		Register[13]<=Register[13];
		Register[14]<=Register[14];
		Register[15]<=Register[15];
		Register[16]<=Register[16];
		Register[17]<=Register[17];
		Register[18]<=Register[18];
		Register[19]<=Register[19];
		Register[20]<=Register[20];
		Register[21]<=Register[21];
		Register[22]<=Register[22];
		Register[23]<=Register[23];
		Register[24]<=Register[24];
		Register[25]<=Register[25];
		Register[26]<=Register[26];
		Register[27]<=Register[27];
		Register[28]<=Register[28];
		Register[29]<=Register[29];
		Register[30]<=Register[30];
		Register[31]<=Register[31];
    end
    else begin 
		if(RegWrite_ctr)begin
		  case(Write_Reg)
			5'd0:  Register[0]<=0;
			5'd1:  Register[1]<=Write_Data;
			5'd2:  Register[2]<=Write_Data;
			5'd3:  Register[3]<=Write_Data;
			5'd4:  Register[4]<=Write_Data;
			5'd5:  Register[5]<=Write_Data;
			5'd6:  Register[6]<=Write_Data;
			5'd7:  Register[7]<=Write_Data;
			5'd8:  Register[8]<=Write_Data;
			5'd9:  Register[9]<=Write_Data;
			5'd10: Register[10]<=Write_Data;
			5'd11: Register[11]<=Write_Data;
			5'd12: Register[12]<=Write_Data;
			5'd13: Register[13]<=Write_Data;
			5'd14: Register[14]<=Write_Data;
			5'd15: Register[15]<=Write_Data;
			5'd16: Register[16]<=Write_Data;
			5'd17: Register[17]<=Write_Data;
			5'd18: Register[18]<=Write_Data;
			5'd19: Register[19]<=Write_Data;
			5'd20: Register[20]<=Write_Data;
			5'd21: Register[21]<=Write_Data;
			5'd22: Register[22]<=Write_Data;
			5'd23: Register[23]<=Write_Data;
			5'd24: Register[24]<=Write_Data;
			5'd25: Register[25]<=Write_Data;
			5'd26: Register[26]<=Write_Data;
			5'd27: Register[27]<=Write_Data;
			5'd28: Register[28]<=Write_Data;
			5'd29: Register[29]<=Write_Data;
			5'd30: Register[30]<=Write_Data;
			5'd31: Register[31]<=Write_Data;
		  endcase
		end
    end
  end
always@(*) 
  begin
	  if((Read_Reg1 == Write_Reg )&& RegWrite_ctr)
	    Read_Data1=Write_Data;
	  else
		Read_Data1=Register[Read_Reg1];
  end
always@(*) 
    begin
	  if((Read_Reg2 == Write_Reg )&& RegWrite_ctr)
	    Read_Data2=Write_Data;
	  else
		Read_Data2=Register[Read_Reg2];
    end
endmodule
```
==> results.tsv <==
metric	value	unit
cp.arrival	7.15	ns
postCtsSetupBuffers	0	
top_cell_area_share	49.0	%
clk_root_buffer_cell	clkbuf_16	
syn_area_per_cell	11.6	µm²
cellPowerDensity	159	nW/µm²
cp_common_cell	clkdlybuf4s50_1	
yosys.area.top_type	dfrtp_1	
ff_type	dfrtp_1	
worst_r2r_path_depth	1	
drive_gt1_share	34.3	%
ys_types	60	
wl_per_cell	45.0	µm
die-area	128000	µm²
worst_slew_pin_slew	1.23	ns
edf_count	0	
fin_crit	9.47	ns
report.final.slew_viol_count	0	
synth_area	50600	µm²
status	finished, final reports clean	
via_per_inst	7.46	
post_cts_resized	0	
rr_endpoint	Register[3][31]	
grt_pass1_wl	376000	µm
r2r_slack	10.68	ns
cts_max_path_buffers	3	
clkSinkCount	992	
lay_top_cells	998 x mux2_2, 992 x dfrtp_1, 681 x a22oi_1	
vias	45945	
peakVddDrop	114	µV
largest_reg_flops	992	
ys_seq_share	49.0	%
dr.pass1.iters	7	
end_kind	output port	
warnings	44	
dp_hpwl	163000	µm
cts_tree	built	
slowest_stage	clkdlybuf4s50_1	
yosys_cells	4369	
num_io_pins	115	
switchingPower	2.65	mW
fin_crit_sh	81.6	%
antenna_found_initial	35	
ys_ff	992	
max_freq	106	MHz
worstHoldPathType	flip-flop to flip-flop	
whs	0.525	ns
holdBufCountCts	0	
core-area	126000	µm²
fin_skew	0	ns
die_w	358	µm
reg.largest.list	Register: 992 flops	
grt.overflow.total	0	
clockPowerShare	40.4	%
setup-tns-final	0	ns
cp-start-kind	input port	
cp_max_fo	16	
path_class	input port to output port	
min_from	Register[15][29]	
ant_nets	0	
yosys_area	50600	µm²
syn2layout_area_growth	15.1	%
cts.clk_slew.worst_paths	0.06	ns
r2r-start	Register[3][31]	
clock.latency.late_pin	0.77	ns
rsz0062_at_grt	false	
hold_path_end	Register[15][29]	
regMostFlops	Register	
cts_made_buffers	111	
htreeDepth	3	
p_sw_share	28.7	%
relSlewSlack	16.0	%
grt_pass1_vias	44450	
row_count	130	
sequentialPowerShare	47.4	%
worst_ep_required_time	9.28	ns
synth_warnings	2	
cp_top_family	buffers and inverters	
layout.cells.most_common	mux2_2	
async_reset_ff_share	100	%
hold_path_depth	1	
track_usage	45.1	%
maxCapViolations	0	
cp_num_buf_inv	3	
fp_util	40.3	%
synth.area.top_cells	dfrtp_1 49%, mux2_2 22%, a22oi_1 10%	
wl	278000	µm
drt_iter0_drc	6598	
crit_chain	clkdlybuf4s50_1, nand2_1, nor2_4, buf_4, a22oi_1, nand4_1, nor3_1, a21oi_1, clkdlybuf4s50_1	
hold_viol	0	
drcViolationCount	0	
setup_violations	0	
routabilityCongestion	1.04	
max_stage_delay	1.13	ns
synth_cells	4369	
combinationalPowerShare	12.2	%
leakage	26.6	nW
grt_max_degree	121	
internal_power	6.59	mW
final_core_util	46.4	%
io_buffers	114	
die.size.y	358	µm
==> metrics by stage <==
step	cell area [µm²]	setup WS [ns]	power, mW	instances
floorplan	50600	-4.39	4.89	4369
detailed placement	54400	2.56	5.50	5912
global route	58200	2.25	9.47	6123
finish	58300	2.13	9.25	6161
CTS	58200	2.54	9.19	6117
global placement	54400	2.56	5.48	5912
==> routing by layer <==
metal | vias to the layer above | wire length (µm) | track usage, %
met4 | 36 | 21000 | 24.0
met1 | 22947 | 98300 | 57.4
li1 | 16955 | - | -
met2 | 4577 | 108000 | 57.5
met3 | 1430 | 49100 | 30.8
met5 | - | 963 | 4.07
==> Yosys cell counts (9+ instances only) <==
cell type  number
nand2_1       142
dfrtp_1       992
a21oi_1        15
nor2_1         72
a221oi_1       13
nor2_2         14
a2111oi_0     107
nor3_1          9
mux2_2        998
nand3_1       147
a22oi_1       681
and3_1        324
a22o_1         11
nor4_1         60
nand3b_1       15
buf_1          48
clkbuf_1      260
o21ai_0        62
mux2i_1         9
a32oi_1        14
buf_2         129
nand4_1       124
nor3b_1         9
nor2b_1        16
==> power groups by stage <==
| stage | sequential (mW) | clock, mW | combinational [mW] |
|---|---|---|---|
| 6_report | 4.39 | 3.74 | 1.12 |
| 5_1_grt | 4.42 | 3.87 | 1.18 |
| 4_1_cts | 4.35 | 3.74 | 1.09 |
==> worst max-delay path by stage <==
stage	startpoint	end	depth (start not counted)
4_1_cts	Read_Reg1[4]	Read_Data1[7]	9
5_1_grt	Read_Reg1[4]	Read_Data1[3]	9
6_report	Read_Reg1[4]	Read_Data1[31]	9
==> final cells by class <==
type                            count  area (µm²)
Antenna cell                       44         110
Multi-Input combinational cell   2931       24700
Clock inverter                     53         638
Fill cell                       11352       67300
Clock buffer                      152        3160
Timing Repair Buffer              335        2820
Sequential cell                   992       24800
Tap cell                         1650        2060
Inverter                            4        18.8
==> cells by family after synthesis <==
group | Yosys count | share of synthesized area [%]
XOR/XNOR | 10 | 0.173
AND-OR/OR-AND | 935 | 13.9
AND/OR/NAND/NOR | 975 | 10.8
multiplexers | 1011 | 22.5
flip-flops | 992 | 49.0
buffers and inverters | 446 | 3.68
No activity file was given, so power comes from the tool's default toggle rates.
